`design/flow/config.mk`:
```
export PLATFORM = sky130hd
export DESIGN_NAME = mod_wm7731dac
export DESIGN_NICKNAME = mod_wm7731dac
export VERILOG_FILES = /design/flow/design.v
export SDC_FILE = /design/flow/constraint.sdc
export NUM_CORES = 4
export LEC_CHECK = 1
export CORE_UTILIZATION = 30
```
`design/flow/constraint.sdc`:
```
current_design mod_wm7731dac

set clk_period 4.5
set clk_io_pct 0.2

create_clock -name clk0 -period $clk_period [get_ports {i_hw_aud_bclk}]

set non_clock_inputs [all_inputs -no_clocks]
set_input_delay [expr $clk_period * $clk_io_pct] -clock clk0 $non_clock_inputs
set_output_delay [expr $clk_period * $clk_io_pct] -clock clk0 [all_outputs]
```
`design/flow/design.v`:
```
module mod_wm7731dac
  ( output var o_done
  , output var o_hw_aud_dacdat
  , input var i_clk
  , input var i_rst
  , input var i_hw_aud_bclk
  , input var i_hw_aud_daclrck
  , input var bit [31:0] i_data
  );
  parameter bit [3:0] START = 0;
  parameter bit [3:0] SLEEP = 1;
  parameter bit [3:0] TRANSFER = 2;
  parameter bit [3:0] DONE = 3;
  parameter bit [3:0] ERROR = 4;
  var bit [4:0] bits_left = 31;
  var bit [31:0] m_data;
  var bit [3:0] state;
  var bit [3:0] state_next;
  always @(posedge i_hw_aud_bclk or negedge i_rst) begin
    if (!i_rst) begin
      state <= START;
      bits_left = 31;
    end else begin
      state <= state_next;
      case (state)
        SLEEP: begin
          if (i_hw_aud_daclrck) begin
            m_data <= i_data;
          end
        end
        TRANSFER: begin
          bits_left <= bits_left - 1;
        end
        DONE: begin
          bits_left <= 31;
        end
        default: begin
        end
      endcase
    end
  end
  always @(*) begin
    o_done = 0;
    case (state)
      START: begin
        state_next = SLEEP;
      end
      SLEEP: begin
        state_next = i_hw_aud_daclrck ? TRANSFER : SLEEP;
      end
      TRANSFER: begin
        state_next = bits_left == 0 ? DONE : TRANSFER;
      end
      DONE: begin
        o_done = 1;
        state_next = SLEEP;
      end
      ERROR: begin
        state_next = ERROR;
      end
      default: begin
        state_next = ERROR;
      end
    endcase
  end
  always @(*) begin
    o_hw_aud_dacdat = m_data[bits_left];
  end
endmodule
```
`design/flow/run.sh`:
```
#!/bin/bash
# OpenROAD 26Q1-2900-gdf79404cd8, Yosys 0.63+post, stock flow scripts
make -C /OpenROAD-flow-scripts/flow DESIGN_CONFIG=/design/flow/config.mk WORK_HOME=/design/flow/orfs finish
```
==> impl_metrics.env <==
# yosys + openroad results
export IMPL_status="finished clean"
export IMPL_yosysTopAreaCell="edfxtp_1"
export IMPL_ir_drop_uv=225
export IMPL_post_cts_setup_buffers=0
export IMPL_flop_area_um2=1190
export IMPL_yosys_stat_chipArea_um2=1670
export IMPL_wire_per_inst_um=12.0
export IMPL_grt_start_max_net_pins=33
export IMPL_worstSkewPairLatency_ns=0.29
export IMPL_hold_depth=1
export IMPL_rows=26
export IMPL_dieHeight_um=76.6
export IMPL_slew_headroom_pct=65.9
export IMPL_path_cells="mux2i_1 > a211oi_1 > nand3_1 > nand4_1 > clkdlybuf4s50_1"
export IMPL_first_iter_violations=68
export IMPL_timing_hold_ws_ns=0.536
export IMPL_ys_warnings_count=1
export IMPL_switching_share_pct=28.1
export IMPL_fp_utilization_pct=31.9
export IMPL_final_cell_area_um2=2200
export IMPL_finClkSkew_ns=0.00429
export IMPL_dr_pass1_iters=4
export IMPL_fp_dieW_um=76.6
export IMPL_grt_use_met3_pct=3.28
export IMPL_intPower_mw=0.802
export IMPL_overflow=0
export IMPL_dieArea_um2=5870
export IMPL_fin_tns_setup_ns=0
export IMPL_cts_tree="built"
export IMPL_p_seq_share_pct=48.5
export IMPL_worstPathMaxFanout=18
export IMPL_cp_end_kind="output pin"
export IMPL_ioPinCount=38
export IMPL_async_flop_share_pct=22.0
export IMPL_cts_resized=0
export IMPL_grt_busiest_layer="met1"
export IMPL_placed_cell_area_um2=2090
export IMPL_synth_seq_cells=41
export IMPL_vias=968
export IMPL_edf_count=32
export IMPL_final_min_clock_period_ns=3.26
export IMPL_first_global_vias=975
export IMPL_slowest_delay_ns=0.86
export IMPL_arrival_ns=2.36
export IMPL_warning_count=26
export IMPL_reg2regPathDepth=5
export IMPL_cts_clk_slew_worst_paths_ns=0.07
export IMPL_syn_instance_count=108
export IMPL_io_buffers=36
export IMPL_clock_path_buffers=2
export IMPL_synth_top_area_share_pct=57.6
export IMPL_antenna_cells=0
export IMPL_rsz0062_at_grt="false"
export IMPL_h_tree_depth=2
export IMPL_worstSetupPathType="reg -> out"
export IMPL_grt_pass1_wl_mm=4.37
export IMPL_drc=0
export IMPL_powerDensity_nw_per_um2=507
export IMPL_dp_hpwl_mm=1.88
export IMPL_antenna_found_initial=0
export IMPL_logic_area_um2=422
export IMPL_finalHoldViolCount=0
export IMPL_period_used_pct=72.5
export IMPL_design_core_area_um2=5240
export IMPL_grt_util_met1_pct=15.5
export IMPL_use_met2_pct=14.5
export IMPL_root_buffer="clkbuf_8"
export IMPL_area_leaders="edfxtp_1 (58%), mux2i_1 (9.6%), dfstp_2 (9.4%), dfrtp_1 (4.5%), a22oi_1 (2.2%)"
export IMPL_ys_seq_share_pct=71.5
export IMPL_hp_class="reg -> reg"
export IMPL_ant_nets=0
export IMPL_synth_area_um2=1670
export IMPL_leakagePower_nw=0.824
export IMPL_pwr_share_comb_pct=25.7
export IMPL_power_frac_clock_pct=25.9
export IMPL_required_ns=3.60
export IMPL_slew_violations=0
export IMPL_ff_type="edfxtp_1"
export IMPL_fmax_mhz=306
export IMPL_cts_sinks=41
export IMPL_globalRouteTotalUtil_pct=9.82
export IMPL_yosysCellCount=108
export IMPL_area_growth_pct=31.9
export IMPL_fillers=454
export IMPL_layout_drive_gt1_share_pct=9.33
export IMPL_viasPerCell=4.40
export IMPL_cts_buffers=5
export IMPL_startpoint_type="flop"
export IMPL_gp_congestion=0.780
export IMPL_yosysUniqueCellTypes=27
export IMPL_slowest_stage="dfstp_2"
export IMPL_avgSynthCellArea_um2=15.5
export IMPL_switchingPower_mw=0.313
export IMPL_wl_mm=2.63
export IMPL_finalSetupViolations=0
export IMPL_final_util_pct=42.0
export IMPL_worst_pin_slew_ns=0.511
export IMPL_hold_buffers=0
export IMPL_drv_cap=0
[path summary, 6_finish.rpt]
check | from | endpoint | slack, ns
worst max-delay path | bits_left[1] | o_hw_aud_dacdat | 1.24
worst min-delay path | state[3] | state[2] | 0.54
worst max register to register | bits_left[1] | bits_left[4] | 2.54
worst min register to register | state[3] | state[2] | 0.54
max in group asynchronous | i_rst | bits_left[2] | 3.27
min in group asynchronous | i_rst | state[2] | 0.91
[placed cells by master (no fill, tap or decap), types with 2 or more instances in the layout]
cell type / netlist / final
clkbuf_8: 0 / 5
nand2b_1: 3 / 3
inv_1: 5 / 5
a22oi_1: 5 / 5
and3_1: 3 / 3
mux2i_1: 16 / 16
nand3_1: 5 / 5
dfrtp_1: 3 / 3
dfstp_2: 6 / 6
o21ai_0: 2 / 2
xnor2_1: 2 / 2
nor2b_1: 3 / 3
nand2_1: 5 / 5
edfxtp_1: 32 / 32
nor2_1: 3 / 3
clkdlybuf4s50_1: 0 / 36
a211oi_1: 3 / 3
[registers in the layout, indices dropped and copies added (netlist names)]
name and cells:
bits_left 5, m_data 32, state 4
[Yosys cell counts, drive strengths merged, types with 3 or more instances]
cell type and instances:
inv 5, dfrtp 3, nor2b 3, a211oi 3, a22oi 5, nand2 5, edfxtp 32, dfstp 6
nor2 3, nand2b 3, nand3 5, and3 3, mux2i 16
[critical path, delay by kind of cell (launching register included)]
kind / cells / cell delay (ns)
DFF: 1 / 0.86
AOI/OAI and AO/OA: 1 / 0.35
buffers and inverters: 1 / 0.47
muxes: 1 / 0.16
and+or+nand+nor: 2 / 0.23
[power by group through the flow]
stage	clock, mW	combinational, mW	sequential (mW)
6_report	0.289	0.286	0.541
5_1_grt	0.310	0.322	0.549
4_1_cts	0.296	0.290	0.542
[metrics by stage]
stage / std cells / total power, mW / setup slack (ns)
CTS: 220 / 1.13 / 1.18
global route: 220 / 1.18 / 1.03
floorplan: 108 / 0.755 / 2.37
global placement: 212 / 0.831 / 1.53
finish: 220 / 1.12 / 1.24
detailed placement: 212 / 0.839 / 1.50
[kinds of logic after synthesis]
kind of cell,Yosys count,share of synthesized area (%)
adders and majority gates,1,0.750
buffers and inverters,8,3.22
xor gates and xnor gates,2,1.05
other,1,0.225
DFF,41,71.5
muxes,16,9.59
and+or+nand+nor,25,7.80
AOI/OAI and AO/OA,14,5.85
[final cells by class]
type                            count  area share (%)
Sequential cell                    41            54.2
Multi-Input combinational cell     59            19.2
Timing Repair Buffer               37            16.7
Tap cell                           70            3.98
Clock buffer                        6            3.30
Clock inverter                      2            1.76
Inverter                            5           0.853
[layer usage]
| layer | vias to the layer above | wire [um] |
|---|---|---|
| met5 | - | 0 |
| met4 | 0 | 22 |
| met3 | 4 | 175 |
| met2 | 32 | 1170 |
| met1 | 451 | 1270 |
| li1 | 481 | - |
Power figures rest on the tool's default switching activity, not on a simulated workload.
